**flow/config.mk**
```make
export PLATFORM = sky130hd
export DESIGN_NAME = memory_obj
export DESIGN_NICKNAME = memory_obj
export VERILOG_FILES = /design/flow/design.v
export SDC_FILE = /design/flow/constraint.sdc
export NUM_CORES = 4
export LEC_CHECK = 1
export CORE_UTILIZATION = 40
```
**flow/constraint.sdc**
```tcl
current_design memory_obj

set clk_period 14.2
set clk_io_pct 0.2

create_clock -name clk0 -period $clk_period [get_ports {clock}]

set non_clock_inputs [all_inputs -no_clocks]
set_input_delay [expr $clk_period * $clk_io_pct] -clock clk0 $non_clock_inputs
set_output_delay [expr $clk_period * $clk_io_pct] -clock clk0 [all_outputs]
```
**flow/design.v**
```verilog
`timescale 1ns / 1ns
module memory_obj(
    input clock,
    input [15:0]address_bus,
    input [7:0]data_bus_write,
    output [7:0]data_bus_read,
    input nread,
    input nwrite
    );
    reg [7:0]objram[0:159];
    integer i;
    initial
    begin
        for (i = 0; i < 160; i++)
        begin
            objram[i] = 'd0;
        end
    end
    assign data_bus_read = nread == 'd0 &&
                           address_bus >= 'hFE00 &&
                           address_bus < 'hFEA0 ? objram[address_bus[7:0]] : 8'bZ;
    always @(posedge clock)
    begin
        if (nwrite == 'd0 &&
            address_bus >= 'hFE00 &&
            address_bus < 'hFEA0)
        begin
            objram[address_bus[7:0]] <= data_bus_write;
        end else begin
            objram[address_bus[7:0]] <= objram[address_bus[7:0]];
        end
    end
endmodule
```
**flow/run.sh**
```bash
#!/bin/bash
# OpenROAD 26Q1-2900-gdf79404cd8, Yosys 0.63+post, stock flow scripts
make -C /OpenROAD-flow-scripts/flow DESIGN_CONFIG=/design/flow/config.mk WORK_HOME=/design/flow/orfs finish
```
==> metrics.yaml <==
global_routing:
  track_usage: 0.215
  grt_max_degree: 145
  grt_pass1_wl_mm: 178
  globalRouteOverflowTotal: 0
  grt_pass1_vias: 27100
  antenna_found_initial: 0
placed_design:
  pre_cts_slack_ps: 3990
  hpwlAfterDp_mm: 74.8
  gp_congestion: 0.910
  portBuffers: 33
timing:
  fin_crit_sh: 0.720
  slew_viol_final: 0
  slew_headroom: 0.216
  period_minus_slack_ps: 10220
  hold_slack_ps: 1530
  setup_viol: 0
  rsz0062_at_grt: "false"
  max_freq_ghz: 0.0979
  fin_setup_tns_ps: 0
  fin_worst_skew_ps: 32.1
  setup_slack_ps: 3980
  hold_viol: 0
  worst_pin_slew_ps: 1170
synthesis:
  largest_area_cell: "edfxtp_1"
  synth.top_cell.area_share: 0.766
  ys_seq_share: 0.766
  yosysWarnings: 2
  ys_chip_area_mm2: 0.0502
  syn_area_mm2: 0.0502
  asyncSetResetFlopFracSynth: 0
  topCellsByArea: "edfxtp_1, mux4_2, mux2i_1"
  synthCells: 2421
  ys_ff: 1280
  yosys_cells: 2421
  synth_top_flop_cell: "edfxtp_1"
  edf_count: 1280
  syn_avg_cell_area_um2: 20.7
  ys_types: 67
worst_setup_path:
  crit_start: "address_bus[1]"
  worstPathArrival_ps: 7380
  worstSetupPathType: "in -> out"
  r2r_end: "objram[119][3]"
  crit_end: "data_bus_read[3]"
  reg2regPathDepth: 8
  path_max_fanout: 66
  worst-r2r-setup-slack_ps: 10300
  reg2reg_from: "objram[96][3]"
  cp-start-kind: "input pin"
  critical_path_required_ps: 11360
  end_kind: "primary output"
run:
  drv_cap: 0
  warnings: 33
final_layout:
  largest_reg_flops: 1280
  drive_above_1_share: 0.221
  synthToLayoutAreaGrowth_pct: 12.8
cts:
  htree_levels: 4
  insertion_delay_ps: 740
  root_buffer: "clkbuf_16"
  postCtsHoldBufs: 0
  postCtsResizedCells: 0
  cts_buffer_depth: 3
  cts_setup_buffers: 0
  cts_tree: "done"
  clk_pin_slew_ps: 60
  numCtsBuffers: 131
  cts_sinks: 1280
die:
  fp.dieArea_mm2: 0.127
  floorplan.core_util: 0.404
  die_h_um: 356
  num_rows: 129
  die_w_um: 356
  core_area_mm2: 0.124
  ios: 35
run_status:
  status: "finished clean"
drt:
  routed-via-count: 24400
  drc: 0
  wl_per_cell_um: 28.6
  drtIter0Drc: 1661
  dr.pass1.iters: 21
  antenna_left: 0
  wirelength_mm: 122
  viasPerCell: 5.71
power_and_ir_drop:
  switching_power_w: 0.00176
  p_leak_nw: 17.5
  swShare: 0.217
  p_clk_frac: 0.405
  pwr-share-comb: 0.066
  pwr-share-seq: 0.529
  p_int_w: 0.00638
  pwr_density_cell_mw_per_mm2: 144
  worst_ir_drop_vdd_uv: 105
hold_path:
  hp-class: "reg -> reg"
==> area by class of cell <==
cell class                 count  area (um^2)
antenna                        1         2.50
clock buffer                 168         3520
clock inverter                68          616
fill                       10000        67500
inverter                       3         11.3
multi-input combinational    998        10900
sequential                  1280        38400
tap                         1637         2050
timing repair buffer         118         1030
==> worst min path at each step <==
stage	start	endpoint	slack [ps]	depth (start not counted)
6_report	objram[12][7]	objram[34][7]	1530	7
4_1_cts	objram[12][7]	objram[65][7]	1540	7
5_1_grt	objram[12][7]	objram[1][7]	1680	7
==> placed cells by master, fill, tap and decap left out, types with 16 or more instances in the layout <==
cell type	count
nand2_1	82
clkinv_1	27
edfxtp_1	1280
clkinv_2	18
o21ai_0	16
nand3_1	27
a21oi_1	18
nor2_1	197
a22oi_1	42
buf_4	80
clkbuf_16	136
mux2i_1	110
mux4_2	276
o22ai_1	37
clkbuf_1	32
a31oi_1	19
clkdlybuf4s50_1	27
==> cells by family (layout without fill, tap and decap cells) <==
kind of cell	after synthesis	in the layout	synth area share
flip-flops	1280	1280	0.766
AND-OR/OR-AND	206	206	0.0288
multiplexers	399	399	0.151
other	0	1	0
buffers and inverters	143	357	0.0184
AND/OR/NAND/NOR	393	393	0.0358
==> power groups by stage <==
stage | clock network, W | logic, W | registers [W]
final | 0.00330 | 0.000536 | 0.00430
after global routing | 0.00350 | 0.000581 | 0.00430
after CTS | 0.00336 | 0.000544 | 0.00430
==> per-stage QoR <==
stage,cells,utilization,cell area (um^2),power (W)
after floorplan,2421,-,50200,0.00474
after global placement,4036,0.423,52500,0.00491
after detailed placement,4036,0.423,52500,0.00493
after CTS,4272,0.456,56600,0.00821
after global routing,4272,0.456,56600,0.00838
final,4273,0.456,56600,0.00814
==> worst max-delay path, cell delays in order <==
cell and delay (ps):
buf_8 450, buf_4 640, buf_4 610, mux4_2 400, nor2_1 220, nor4_1 200, or4_1 650, nor3_2 460
nand3_1 290, clkdlybuf4s50_1 490
==> synthesized netlist by cell type (25+ instances only) <==
cell and instances:
nand3_1 27, buf_6 25, mux4_2 276, buf_4 27
a22oi_1 42, o22ai_1 37, nand2_1 82, edfxtp_1 1280
clkbuf_1 41, nor2_1 197, mux2i_1 110, buf_2 32
==> metal layers <==
metal | track usage | share of wire | vias up
met2 | 0.314 | 0.47 | 1566
met4 | 0.0548 | 0.033 | 6
met3 | 0.167 | 0.17 | 223
li1 | - | - | 10300
met1 | 0.254 | 0.32 | 12300
met5 | 0.0222 | 0.0026 | -
Power figures rest on the tool's default switching activity, not on a simulated workload.
